==> ./design.v <==
`timescale 1ns / 1ps
module conv(
    input               i_clk,
    input       [71:0]  i_pixel_data,
    input               i_pixel_data_valid,
    input               i_pixel_data_last,     
    input               i_pixel_data_ready,    
    output reg  [7:0]   o_convolved_data,
    output reg          o_convolved_data_valid,
    output reg          o_convolved_data_last    
);
    integer i;  
    reg [7:0] kernel [8:0];
    reg [15:0] multData[8:0];
    reg        multDataValid;
    reg        multDataLast;
    reg [15:0] sumData;
    reg        sumDataValid;
    reg        sumDataLast;
    initial
    begin
        kernel[0] = 1; kernel[1] = 2; kernel[2] = 1;
        kernel[3] = 2; kernel[4] = 4; kernel[5] = 2;
        kernel[6] = 1; kernel[7] = 2; kernel[8] = 1;
    end
    wire advance_pipeline = i_pixel_data_ready;
    always @(posedge i_clk)
    begin
        if (advance_pipeline) begin
            for(i = 0; i < 9; i = i + 1) begin
                multData[i] <= kernel[i] * i_pixel_data[i*8 +: 8];
            end
            multDataValid <= i_pixel_data_valid;
            multDataLast  <= i_pixel_data_last;  
        end
    end
    always @(posedge i_clk)
    begin
        if (advance_pipeline) begin
            sumData <= multData[0] + multData[1] + multData[2] +
                       multData[3] + multData[4] + multData[5] +
                       multData[6] + multData[7] + multData[8];
            sumDataValid <= multDataValid;
            sumDataLast  <= multDataLast;  
        end
    end
    always @(posedge i_clk)
    begin
        if (advance_pipeline) begin
            o_convolved_data      <= sumData >> 4;  
            o_convolved_data_valid <= sumDataValid;
            o_convolved_data_last  <= sumDataLast;  
        end
    end
endmodule
==> ./run.sh <==
#!/bin/bash
# OpenROAD 26Q1-2900-gdf79404cd8, Yosys 0.63+post, stock flow scripts
make -C /OpenROAD-flow-scripts/flow DESIGN_CONFIG=/design/flow/config.mk WORK_HOME=/design/flow/orfs finish
==> ./config.mk <==
export PLATFORM = sky130hd
export DESIGN_NAME = conv
export DESIGN_NICKNAME = conv
export VERILOG_FILES = /design/flow/design.v
export SDC_FILE = /design/flow/constraint.sdc
export NUM_CORES = 4
export LEC_CHECK = 1
export CORE_UTILIZATION = 40
==> ./constraint.sdc <==
current_design conv

set clk_period 7.4
set clk_io_pct 0.2

create_clock -name clk0 -period $clk_period [get_ports {i_clk}]

set non_clock_inputs [all_inputs -no_clocks]
set_input_delay [expr $clk_period * $clk_io_pct] -clock clk0 $non_clock_inputs
set_output_delay [expr $clk_period * $clk_io_pct] -clock clk0 [all_outputs]
==> results_slide.txt <==
Synthesis and Place & Route Summary

Yosys
  • Ys Warns: 2
  • YS chip area: 0.00465 mm^2
  • Flops & latches, synth: around 94
  • Cell Type Count: 23
  • Mapped Avg Cell Area: 15.9 um^2
  • Post-synthesis sequential area ratio: 60.7%
  • Ys cells: 292
  • Synthesized instance count: 292
  • Synthesized area: 0.00465 mm^2

Critical path
  • R2R setup slack: ~3500 ps
  • CP top delay family: adder cells
  • CP Cell Sequence: inv_1, fa_1, inv_1, fa_1, fa_1, inv_1, fa_1, inv_1, ha_1, a21oi_1, o21ai_2, o211ai_2, o21bai_1
  • Crit-path max cell delay: 540 ps
  • Worst Path Buf+Inv: 4
  • Max Fanout on Critical Path: 5
  • Crit. End Element: register
  • Critical path type: register to register
  • Worst Path Arrival: between 3000 and 4000 ps
  • Crit-path slowest cell: fa_1
  • Critical Path RT: ~7500 ps
  • Crit path launch type: register

Worst hold path
  • Worst Hold Class: register to register

Floorplan
  • Die height: roughly 110 um
  • Core ar.: 0.0114 mm^2
  • Num rows: 39
  • Fp util: 40.9%
  • Ports: 86
  • Die Area: 0.0121 mm^2
  • Die span in x: 110 um

Clock tree
  • Setup repair bufs after CTS: 0
  • CTS tree: yes
  • H-tree Lvls: 3
  • Late-Pin Clk Latency: 330 ps
  • Clock Path Buffers: 2
  • Post-CTS Hold Buffers: 0
  • Clk root buf: clkbuf_16
  • Clock sink total: roughly 94
  • Clock-pin slew on the worst setup and hold paths: around 60 ps
  • Cts bufs inserted: 9
  • Post_cts resized: 0

Pwr
  • Seq pwr share: about a third
  • Pwr dens: 402 mW/mm^2
  • Power share of the clock group: roughly 17%
  • Total power: 2.39 mW
  • Peak supply drop: 246 uV
  • Comb power frac: 51.1%
  • Net Switching: roughly 0.85 mW
  • Switch share: a little over a third
  • Power Internal: 1.54 mW
  • LEAKAGE: 2.47 nW

Cells and area
  • FF/Latch Area: between 0.002 and 0.003 mm^2
  • Logic area: 0.00145 mm^2
  • Layout cells sized above 1: 5.85%
  • Area grow syn2layout: 27.8%
  • Most frequent logic cell in the layout: inv_1
  • Layout fillers: 958
  • Top Layout Cells: inv_1, edfxtp_1, clkdlybuf4s50_1, fa_1, ha_1

Detailed routing
  • DRC: 0
  • Starting DRC count in detailed routing: 56
  • Wire length per cell: 11.9 um
  • Final wirelength: between 6 and 7 mm
  • 1st-pass router iterations: 3
  • Antenna Nets Post-Route: 0
  • Ant diodes: 0
  • Vias: 2,303
  • Vias per cell: 4.30

Run
  • Number of max-cap violations: 0
  • Tool warnings: 25

Timing
  • Worst-Margin Slew: ~630 ps
  • Final setup fails: 0
  • Endpoints failing hold: 0
  • Clk_skew: 5.01 ps
  • RSZ-0062 raised after global routing: no
  • Max transition margin: 58.3%
  • Minimum clock period: 3870 ps
  • Final slew viol count: 0
  • Fin crit share: 52.4%
  • Achievable frequency: 258 MHz
  • Setup tns final: 0 ps

Global route
  • Initial antenna violation count: 0
  • GRT Residual Overflow: 0
  • Total Routing Usage GR: between 10% and 20%
  • Largest net degree at the start of global routing: 51
  • Vias in the first global route: 2,552
  • Global-route wire length before repair: around 11 mm

Place
  • HPWL after detailed placement: 4.81 mm
  • Port bufs: 85
  • Routability cong.: 0.756

Outcome
  • Outcome: complete, no violations
-- per-stage QoR --
step / hold slack [ps] / instance area, um^2 / std cells / setup WS, ps / util [%]
global placement: 401 / 5690 / 521 / 3540 / 50.0
global route: 433 / 5940 / 536 / 3300 / 52.3
floorplan: 400 / 4650 / 292 / 3660 / -
CTS: 419 / 5940 / 536 / 3490 / 52.3
finish: 417 / 5940 / 536 / 3530 / 52.3
detailed placement: 405 / 5690 / 521 / 3500 / 50.0
-- path summary, 6_finish.rpt --
path / cells past startpoint / end / start
worst max register to register: 13 / sumData[11]$_DFFE_PP_ / multData[0][4]$_DFFE_PP_
worst min register to register: 0 / o_convolved_data[6]$_DFFE_PP_ / sumData[10]$_DFFE_PP_
worst min-delay path: 0 / o_convolved_data[6]$_DFFE_PP_ / sumData[10]$_DFFE_PP_
worst max-delay path: 13 / sumData[11]$_DFFE_PP_ / multData[0][4]$_DFFE_PP_
-- cells by family (layout without fill, tap and decap cells) --
group / after synthesis / count (layout) / share of synthesized area [%]
compound gates: 15 / 15 / 2.61
simple gates: 11 / 11 / 1.45
buf+inv: 100 / 201 / 8.07
xor+xnor: 7 / 7 / 1.32
flops: 94 / 94 / 60.7
fa+ha+maj: 65 / 65 / 25.9
-- worst register-to-register path: stages (launching register included) --
cell and delay, ps:
edfxtp_1 320, inv_1 50, fa_1 520, inv_1 50
fa_1 500, fa_1 540, inv_1 50, fa_1 530
inv_1 40, ha_1 360, a21oi_1 260, o21ai_2 110
o211ai_2 200, o21bai_1 80
-- sequential cells by signal, summed over array words and instances, names as in the netlist --
register                flops
multData                   72
o_convolved_data_last       1
multDataValid               1
multDataLast                1
o_convolved_data_valid      1
sumDataLast                 1
sumData                     8
o_convolved_data            8
sumDataValid                1
-- cells in the mapped netlist --
library cell | count | area share (%)
a21boi_1 | 1 | 0.16
a21oi_1 | 4 | 0.43
a31oi_1 | 1 | 0.13
edfxtp_1 | 94 | 61
fa_1 | 52 | 22
ha_1 | 13 | 3.5
inv_1 | 100 | 8.1
nand2_1 | 1 | 0.081
nand3_1 | 3 | 0.32
nand3_2 | 1 | 0.22
nand4_2 | 1 | 0.27
nor2_1 | 1 | 0.081
nor3_1 | 2 | 0.22
o2111ai_1 | 1 | 0.19
o2111ai_2 | 1 | 0.32
o211ai_1 | 3 | 0.48
o211ai_2 | 2 | 0.54
o21ai_2 | 1 | 0.19
o21bai_1 | 1 | 0.16
or2_2 | 1 | 0.13
or3_1 | 1 | 0.13
xnor2_1 | 5 | 0.94
xor2_1 | 2 | 0.38
-- layout make-up --
cell class,instances,share of cell area [%]
sequential,94,47.5
multi-input combinational,98,24.5
timing repair buffer,86,14.4
inverter,100,6.32
clock buffer,10,3.85
tap,143,3.01
clock inverter,5,0.463
-- routing by layer --
metal / wire length [um] / vias to the layer above / part of all wire (%) / GRT usage (%)
li1: - / 1119 / - / -
met1: 2630 / 1103 / 41 / 19.6
met2: 3120 / 73 / 49 / 20.6
met3: 527 / 8 / 8.2 / 3.93
met4: 110 / 0 / 1.7 / 1.71
met5: 0 / - / 0 / 0
-- power by group through the flow --
stage     registers [mW]  clock network [mW]  logic, mW
6_report           0.765               0.404       1.22
5_1_grt            0.775               0.442       1.42
4_1_cts            0.768               0.419       1.25
No activity file was given, so power comes from the tool's default toggle rates.

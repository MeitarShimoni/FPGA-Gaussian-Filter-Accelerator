<file path="run.sh">
#!/bin/bash
# OpenROAD 26Q1-2900-gdf79404cd8, Yosys 0.63+post, stock flow scripts
make -C /OpenROAD-flow-scripts/flow DESIGN_CONFIG=/design/flow/config.mk WORK_HOME=/design/flow/orfs finish
</file>
<file path="config.mk">
export PLATFORM = sky130hd
export DESIGN_NAME = imageControl
export DESIGN_NICKNAME = imageControl
export VERILOG_FILES = /design/flow/design.v
export SDC_FILE = /design/flow/constraint.sdc
export NUM_CORES = 4
export LEC_CHECK = 1
export CORE_UTILIZATION = 40
export SYNTH_MEMORY_MAX_BITS = 65536
</file>
<file path="constraint.sdc">
current_design imageControl

set clk_period 115.3
set clk_io_pct 0.2

create_clock -name clk0 -period $clk_period [get_ports {i_clk}]

set non_clock_inputs [all_inputs -no_clocks]
set_input_delay [expr $clk_period * $clk_io_pct] -clock clk0 $non_clock_inputs
set_output_delay [expr $clk_period * $clk_io_pct] -clock clk0 [all_outputs]
</file>
<file path="design.v">
`timescale 1ns / 1ps
module imageControl(
    input               i_clk,
    input               i_rst,
    input       [7:0]   i_pixel_data,
    input               i_pixel_data_valid,
    output              o_input_ready,       
    output reg  [71:0]  o_pixel_data,
    output reg          o_pixel_data_valid,
    output reg          o_pixel_data_last,
    input               i_output_ready,      
    output reg          o_intr
);
    localparam STATE_IDLE = 1'b0;
    localparam STATE_PROCESSING = 1'b1;
    reg  state;
    reg [9:0] wr_pixel_cnt, wr_line_cnt;
    reg [9:0] rd_pixel_cnt, rd_line_cnt;
    reg [1:0] wr_buf_ptr, rd_buf_ptr;
    wire wr_en = i_pixel_data_valid && o_input_ready;
    wire rd_en = o_pixel_data_valid && i_output_ready;
    wire line_written = wr_en && (wr_pixel_cnt == 639);
    wire line_read = rd_en && (rd_pixel_cnt == 639);
    wire start_processing = (wr_line_cnt == 3) && (state == STATE_IDLE);  
    wire stop_processing  = line_read && (rd_line_cnt == 477);
    reg [3:0] line_buf_rd_en_logic;
    wire [3:0] line_buf_wr_en = (1'b1 << wr_buf_ptr) & {4{wr_en}};
    wire [3:0] line_buf_rd_en = line_buf_rd_en_logic & {4{rd_en}};
    wire [7:0] lb0_out, lb1_out, lb2_out, lb3_out;
    wire [23:0] lb0_win, lb1_win, lb2_win, lb3_win;
    assign o_input_ready = i_output_ready;
    always @(posedge i_clk) begin
        if (i_rst) state <= STATE_IDLE;
        else if (start_processing) state <= STATE_PROCESSING;
        else if (stop_processing) state <= STATE_IDLE;
    end
    always @(posedge i_clk) if (i_rst) wr_pixel_cnt <= 0; else if (wr_en) wr_pixel_cnt <= (wr_pixel_cnt == 639) ? 0 : wr_pixel_cnt + 1;
    always @(posedge i_clk) if (i_rst) wr_line_cnt <= 0; else if (line_written) wr_line_cnt <= (wr_line_cnt == 479) ? 0 : wr_line_cnt + 1;
    always @(posedge i_clk) if (i_rst || stop_processing) rd_pixel_cnt <= 0; else if (rd_en) rd_pixel_cnt <= (rd_pixel_cnt == 639) ? 0 : rd_pixel_cnt + 1;
    always @(posedge i_clk) if (i_rst || stop_processing) rd_line_cnt <= 0; else if (line_read) rd_line_cnt <= rd_line_cnt + 1;
    always @(posedge i_clk) if (i_rst) wr_buf_ptr <= 0; else if (line_written) wr_buf_ptr <= wr_buf_ptr + 1;
    always @(posedge i_clk) if (i_rst || stop_processing) rd_buf_ptr <= 0; else if (line_read) rd_buf_ptr <= rd_buf_ptr + 1;
    always @(*) begin
        case(rd_buf_ptr)
            0: line_buf_rd_en_logic = 4'b0111;
            1: line_buf_rd_en_logic = 4'b1110;
            2: line_buf_rd_en_logic = 4'b1101;
            3: line_buf_rd_en_logic = 4'b1011;
            default: line_buf_rd_en_logic = 4'b0000;
        endcase
    end
    always @(posedge i_clk) if(i_rst) o_pixel_data_valid <= 1'b0; else o_pixel_data_valid <= (state == STATE_PROCESSING);
    always @(posedge i_clk) if(i_rst) o_pixel_data_last <= 1'b0; else o_pixel_data_last <= stop_processing;
    always @(posedge i_clk) if(i_rst) o_intr <= 1'b0; else if (line_read) o_intr <= 1'b1; else o_intr <= 1'b0;
    line_window lw0(.i_clk(i_clk), .i_en(line_buf_rd_en[0]), .i_data(lb0_out), .o_win(lb0_win));
    line_window lw1(.i_clk(i_clk), .i_en(line_buf_rd_en[1]), .i_data(lb1_out), .o_win(lb1_win));
    line_window lw2(.i_clk(i_clk), .i_en(line_buf_rd_en[2]), .i_data(lb2_out), .o_win(lb2_win));
    line_window lw3(.i_clk(i_clk), .i_en(line_buf_rd_en[3]), .i_data(lb3_out), .o_win(lb3_win));
    always @(posedge i_clk) begin
        if (rd_en) begin
            case(rd_buf_ptr)
                0: o_pixel_data <= {lb2_win, lb1_win, lb0_win};
                1: o_pixel_data <= {lb3_win, lb2_win, lb1_win};
                2: o_pixel_data <= {lb0_win, lb3_win, lb2_win};
                3: o_pixel_data <= {lb1_win, lb0_win, lb3_win};
                default: o_pixel_data <= 72'b0;
            endcase
        end
    end
    lineBuffer lB0(.i_clk(i_clk), .i_rst(i_rst), .i_data(i_pixel_data), .i_data_valid(line_buf_wr_en[0]), .o_data(lb0_out), .i_rd_data(line_buf_rd_en[0]));
    lineBuffer lB1(.i_clk(i_clk), .i_rst(i_rst), .i_data(i_pixel_data), .i_data_valid(line_buf_wr_en[1]), .o_data(lb1_out), .i_rd_data(line_buf_rd_en[1]));
    lineBuffer lB2(.i_clk(i_clk), .i_rst(i_rst), .i_data(i_pixel_data), .i_data_valid(line_buf_wr_en[2]), .o_data(lb2_out), .i_rd_data(line_buf_rd_en[2]));
    lineBuffer lB3(.i_clk(i_clk), .i_rst(i_rst), .i_data(i_pixel_data), .i_data_valid(line_buf_wr_en[3]), .o_data(lb3_out), .i_rd_data(line_buf_rd_en[3]));
endmodule
`timescale 1ns / 1ps
module lineBuffer(
    input           i_clk,
    input           i_rst,
    input   [7:0]   i_data,
    input           i_data_valid,
    output  [7:0]   o_data,
    input           i_rd_data
); 
    reg [7:0] line [639:0];
    reg [9:0] wrPntr;
    reg [9:0] rdPntr;
    always @(posedge i_clk)
    begin
        if(i_data_valid)
            line[wrPntr] <= i_data;
    end
    always @(posedge i_clk)
    begin
        if(i_rst)
            wrPntr <= 'd0;
        else if(i_data_valid) begin
            if (wrPntr == 639)
                wrPntr <= 'd0;
            else
                wrPntr <= wrPntr + 1;
        end
    end
    always @(posedge i_clk)
    begin
        if(i_rst)
            rdPntr <= 'd0;
        else if(i_rd_data) begin
            if (rdPntr == 639)
                rdPntr <= 'd0;
            else
                rdPntr <= rdPntr + 1;
        end
    end
    assign o_data = line[rdPntr];
endmodule
module line_window (
    input               i_clk,
    input               i_en,
    input       [7:0]   i_data,
    output      [23:0]  o_win
);
    reg [7:0] d1_reg, d2_reg;
    always @(posedge i_clk) begin
        if (i_en) begin
            d1_reg <= i_data;
            d2_reg <= d1_reg;
        end
    end
    assign o_win = {d2_reg, d1_reg, i_data};
endmodule
</file>
==> impl_metrics.toml <==
# flow metrics
[floorplan]
io_pins = 88
dieArea_um2 = 2020000
fp_util_pct = 40.1
die_y_um = 1420
die_w_um = 1420
core-area_um2 = 2010000
row_count = 521

[worst_setup_path]
path_max_fanout = 7
critPathMaxStageDelay_ns = 0.75
cp-end-kind = "primary output"
setup.worst_path.start_class = "primary input"
critical_path_class = "primary input to primary output"
path_buffers = 2
arrival_ns = 24.39
critPathTopFamily = "buffers and inverters"
startpoint = "i_output_ready"
cp.required_ns = 92.24
crit_chain = "clkdlybuf4s50_1 > clkdlybuf4s50_1"
cpMostUsedCell = "clkdlybuf4s50_1"
cp_slowest_cell = "clkdlybuf4s50_1"

[logic_synthesis]
ff_type = "edfxtp_1"
ys_cells = 38400
ys.warnings.count = 3
yosys_area_um2 = 808000
syn_inst = 38400
topCellsByArea = "edfxtp_1 77%, mux4_2 14%, mux2i_1 1.5%, nor2_1 1.4%, nand2_1 0.79%"
top_area_cell = "edfxtp_1"
yosys.cell_types.count = 92
synthArstFlopShare_pct = 0
ys_seq_share_pct = 77.1
edf_count = 20600
numSynthFlops = 20800
synthesis.area_um2 = 808000
top_cell_area_share_pct = 76.6
syn_avg_cell_area_um2 = 21.0

[detailed_routing]
drc_errors = 0
drt_iter0_drc = 28200
routed_wl_um = 2320000
via_count = 401000
vias_per_cell = 5.78
detail_route.wl_per_cell_um = 33.5
ant_nets = 0
dr.pass1.iters = 10

[grt]
antenna_found_initial = 220
grt_max_degree = 134
grt_pass1_wl_um = 3260000
grt_pass1_vias = 444000
grt-ovfl-total = 0
grt.total_usage_pct = 25.1

[clocking]
hold_buffers = 0
cts.sinks = 20800
clk_pin_slew_worst_paths_ns = 0.06
htreeDepth = 8
ctsResizeCount = 0
cts_tree = "built"
cts-buffers-inserted = 2168
insertion_delay_ns = 1.47
root_buffer = "clkbuf_16"
post_cts_buffers = 0
clockBufferDepth = 6

[pwr]
ir_worst_vdd_mv = 0.0144
finalPower_mw = 15.2
p_per_area_nw_per_um2 = 16.6
p_leak_nw = 274

[worst_hold_path]
hold_class = "flip-flop to flip-flop"
hold_start = "lw0.d1_reg[4]"

[placement]
dp_slack_ns = 67.87
port_buffers = 87
gp_congestion = 0.953
dp_hpwl_um = 1470000

[timing]
slew_viol_final = 2
hold_violations = 0
setup_tns_ns = 0
setup_ws_ns = 67.85
timing.fmax_mhz = 21.1
period_used_pct = 41.2
fin_crit_ns = 47.45
slew_headroom_pct = -2.50
max_slew.worst_pin.slew_ns = 1.52
rsz0062_at_grt = "no"
setup_viol = 0
finalClockSkew_ns = 0.169

[final_layout]
area_growth_syn_to_layout_pct = 13.3
layout-drive-gt1-share_pct = 24.5
final_common_cell = "edfxtp_1"
lay_top_cells = "20600 x edfxtp_1, 4984 x mux4_2, 3015 x nor2_1"
nFillCells = 163000
fin_util_pct = 45.4

[run]
drv_cap = 1
warnings = 160

[outcome]
failed_checks = "capacitance limit, slew limit"
outcome = "finished, violations left"
where the power goes:
part	switching (mW)	leakage, nW	internal (mW)
clock	2.89	33.1	3.84
combinational	0.133	54.5	0.0111
sequential	0.000174	187	8.30
cell families after synthesis:
family                     after synthesis  share of synthesized area (%)
adders and majority gates               36                         0.0558
buffers and inverters                 2456                           1.55
DFF                                  20800                           77.1
and+or+nand+nor                       5959                           3.09
xor gates and xnor gates                99                          0.107
muxes                                 6439                           15.8
AOI/OAI and AO/OA                     2666                           2.35
per-stage QoR:
stage | cell area (µm²) | hold WS (ns) | std cells
after floorplan | 808000 | 0.440 | 38400
after global placement | 845000 | 0.484 | 64500
after detailed placement | 845000 | 0.480 | 64500
after CTS | 912000 | 0.439 | 68300
after global routing | 914000 | 0.455 | 69100
final | 915000 | 0.460 | 69400
worst paths after layout:
kind / end / slack [ns] / cells past startpoint
hold / removal: lw0.d2_reg[4] / 0.46 / 0
setup reg to reg: o_pixel_data[49] / 106.59 / 17
setup / recovery: o_input_ready / 67.85 / 2
hold reg to reg: lw0.d2_reg[4] / 0.46 / 0
synthesized netlist by cell type, drive strengths merged, types with 19 or more instances:
cell type	number
nand4	81
xor2	69
a311oi	37
nor3	127
a221o	22
a2bb2oi	20
nor3b	28
o2111ai	30
xnor2	30
a32o	19
a2111oi	45
o221ai	125
a31oi	163
o21ai	305
o211ai	83
a21oi	404
o32ai	27
a32oi	121
and3	85
nand2b	67
mux2i	1240
or2	25
a211o	27
nor2	3045
nor4	43
or3	24
dfxtp	168
clkbuf	1031
a22o	67
and2	94
nor2b	111
a222oi	50
buf	1358
nand2	1697
mux4	5013
mux2	186
a221oi	160
a211oi	116
o31ai	27
inv	59
a22oi	386
nand3	448
ha	36
edfxtp	20600
o22ai	285
layer usage:
| metal | share of wire (%) | routed length, µm | vias up | GRT usage (%) |
|---|---|---|---|---|
| li1 | - | - | 164000 | - |
| met1 | 29 | 669000 | 203000 | 26.1 |
| met2 | 45 | 1040000 | 28500 | 34.5 |
| met3 | 21 | 487000 | 4822 | 23.6 |
| met4 | 4.8 | 113000 | 428 | 9.79 |
| met5 | 0.75 | 17300 | - | 6.99 |
final cells by class:
class | instances | area, µm² | area share (%)
Antenna cell | 1042 | 2610 | 0.285
Clock buffer | 2672 | 57400 | 6.27
Clock inverter | 1149 | 10200 | 1.11
Inverter | 66 | 358 | 0.0391
Multi-Input combinational cell | 15200 | 174000 | 19.0
Sequential cell | 20800 | 623000 | 68.1
Tap cell | 26700 | 33400 | 3.65
Timing Repair Buffer | 1782 | 14500 | 1.59
Power is estimated from default activity; no workload was simulated.
